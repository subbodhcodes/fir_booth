`/design/flow/config.mk`:
```
export PLATFORM = sky130hd
export DESIGN_NAME = BoothMul
export DESIGN_NICKNAME = BoothMul
export VERILOG_FILES = /design/flow/design.v
export SDC_FILE = /design/flow/constraint.sdc
export NUM_CORES = 4
export LEC_CHECK = 1
export CORE_AREA = 10 10 72 72
export DIE_AREA = 0 0 82 82
```
`/design/flow/constraint.sdc`:
```
current_design BoothMul

set clk_period 2.4
set clk_io_pct 0.2

create_clock -name clk0 -period $clk_period [get_ports {clk}]

set non_clock_inputs [all_inputs -no_clocks]
set_input_delay [expr $clk_period * $clk_io_pct] -clock clk0 $non_clock_inputs
set_output_delay [expr $clk_period * $clk_io_pct] -clock clk0 [all_outputs]
```
`/design/flow/run.sh`:
```
#!/bin/bash
# OpenROAD 26Q1-2900-gdf79404cd8, Yosys 0.63+post, stock flow scripts
make -C /OpenROAD-flow-scripts/flow DESIGN_CONFIG=/design/flow/config.mk WORK_HOME=/design/flow/orfs finish
```
`/design/flow/design.v`:
```
module BoothMul(clk,rst,start,X,Y,valid,Z);
input clk;
input rst;
input start;
input signed [3:0]X,Y;
output signed [7:0]Z;
output valid;
reg signed [7:0] Z,next_Z,Z_temp;
reg next_state, pres_state;
reg [1:0] temp,next_temp;
reg [1:0] count,next_count;
reg valid, next_valid;
parameter IDLE = 1'b0;
parameter START = 1'b1;
always @ (posedge clk or negedge rst)
begin
if(!rst)
begin
Z<= 8'd0;
valid <= 1'b0;
pres_state <= 1'b0;
temp <= 2'd0;
count<= 2'd0;
end
else
begin
Z   <= next_Z;
valid  <= next_valid;
pres_state <= next_state;
temp<= next_temp;
count <= next_count;
end
end
always @ (*)
begin 
case(pres_state)
IDLE:
begin
next_count = 2'b0;
next_valid = 1'b0;
if(start)
begin
next_state = START;
next_temp = {X[0],1'b0};
next_Z = {4'd0,X};
end
else
begin
next_state = pres_state;
next_temp = 2'd0;
next_Z = 8'd0;
end
end
START:
begin
case(temp)
2'b10: Z_temp = {Z[7:4]-Y,Z[3:0]};
2'b01: Z_temp = {Z[7:4]+Y,Z[3:0]};
default: Z_temp = {Z[7:4],Z[3:0]};
endcase
next_temp  = {X[count+1],X[count]};
next_count = count + 1'b1;
next_Z = Z_temp >>> 1;
next_valid = (&count) ? 1'b1 : 1'b0; 
next_state = (&count) ? IDLE : pres_state;	
end
endcase
end
endmodule
```
==> impl_report.txt <==
RUN METRICS
----------------------------------------------------
[Die]
  Core region area ........................ between 3000 and 4000 µm²
  Top-Level Pins ........................ 20
  Number of cell rows ........................ 22
  Die extent in x ........................ approximately 80 µm
  Die Outline Area ........................ ~6700 µm²
  Initial Utilization ........................ about a fifth
  Die Span Y ........................ roughly 82 µm

[Synth]
  Ys async rst share ........................ around 100%
  Flip-flop and latch count after synthesis ........................ 13
  Primary flip-flop cell chosen by synthesis mapping ........................ sky130_fd_sc_hd__dfrtp_1
  Post-synth EDFFs ........................ 0
  Synth Instances ........................ 72
  Post-Syn Area per Cell ........................ approximately 10 µm²
  Post-synthesis instance area ........................ between 700 and 800 µm²
  Netlist cell types ........................ 25
  Count of instantiated cells in the yosys netlist ........................ between 70 and 80
  Register share after synthesis ........................ 44.0%
  Number of synthesis warnings ........................ 1
  Area reported by Yosys stat ........................ approximately 740 µm²

[Pwr]
  Total leakage power ........................ roughly 0.47 nW
  Power dissipated by switching net loads ........................ around 380 µW
  Total chip power ........................ 1.20 mW
  Power per Cell Area ........................ roughly 1100 nW/µm²
  Relative contribution of sequential cells to total power ........................ about a third
  Power Internal ........................ roughly 810 µW
  Switching Share ........................ between 30% and 40%
  Combinational share of power ........................ about half
  Clock share of power ........................ between 10% and 20%
  IR drop worst, VDD ........................ a little over 500 µV

[CTS]
  Total number of H-tree levels ........................ 1
  CTS tree ........................ done
  Clock root buffer master ........................ sky130_fd_sc_hd__clkbuf_8
  Number of hold-repair buffers added at the cts stage ........................ 0
  Num Clock Sinks ........................ 13
  Latency at later pin ........................ roughly 240 ps
  Total of cells resized after clock tree synthesis ........................ 0
  Inserted Clock Buffers ........................ 3
  Deepest clock path buffer count ........................ 2
  Post-CTS Setup Repair Bufs ........................ 0
  Clock transition at the registers of the reported paths ........................ roughly 50 ps

[Run]
  Tool warnings ........................ 25
  Count of maximum capacitance violations ........................ 0

[Worst setup path]
  Peak per-stage delay on the critical path ........................ roughly 480 ps
  Critical path capture point type ........................ flop
  Cells along the critical path ........................ clkdlybuf4s50_1, inv_1, ha_1, mux2_2, ha_1, nand3_1, and3b_1, mux2i_1, mux2i_1
  Slowest-stage cell, CP ........................ sky130_fd_sc_hd__clkdlybuf4s50_1
  Launch point of the critical path ........................ Y[0]
  R2r worst-path depth ........................ 8
  Top fanout value on the critical path ........................ 2
  Reg-to-reg startpoint ........................ temp[1]
  Critical path class ........................ in -> reg
  Critical path's top delay family ........................ multiplexers
  Crit path DAT ........................ roughly 2400 ps
  Stages on worst setup path ........................ 9
  WP data required ........................ approximately 2600 ps
  Count of buffering cells on the critical path with inverters included ........................ 2
  Startpoint Class ........................ input pin

[Final timing]
  Worst Tran Pin Value ........................ 560 ps
  Max Clock Skew ........................ ~1.3 ps
  Total Negative Setup Slacks ........................ 0 ps
  RSZ-0062 raised after global routing ........................ no
  Final setup fails ........................ 0
  Fin crit share ........................ 93.4%
  Crit path time final ........................ 2240 ps
  Final tally of max-slew violations ........................ 0
  Final setup slack of the worst path ........................ 159 ps
  Final hold violation count ........................ 0
  Final worst hold slack ........................ ~500 ps
  Max transition margin ........................ between 60% and 70%
  Highest attainable clock frequency ........................ 446 MHz

[Route]
  Avg WL per Cell ........................ approximately 11 µm
  Antenna Violating Nets Remaining ........................ 0
  Number of DRC violations after detailed-routing iteration 0 ........................ 12
  DRT Pass-1 Iters ........................ 3
  Residual DRC count ........................ 0
  Total number of vias ........................ about 570
  Routed vias/inst ........................ ~3.9
  Diodes inserted ........................ 0
  Total wire length after detailed routing ........................ 1550 µm

[Min path]
  Min-Delay Path Depth ........................ 2
  Hold Crit Start ........................ Z[1]
  Kind of path behind the tightest hold check ........................ reg -> reg

[Place]
  Count of input and output buffers ........................ 19
  Global placement routability congestion ........................ approximately 0.80
  Area after DPL ........................ ~1000 µm²
  Worst slack after detailed placement ........................ -94.0 ps
  DP HPWL ........................ approximately 1200 µm

[Cells and area]
  Area used by multi-input combinational logic ........................ between 300 and 400 µm²
  Most common logic cell in the routed design ........................ sky130_fd_sc_hd__clkdlybuf4s50_1
  Post-synthesis to final-layout area growth ........................ 41.5%
  Number of fill cells in the layout ........................ between 300 and 400
  Post-route standard cell area excluding fillers ........................ 1050 µm²
  Register Area ........................ 325 µm²
  Most frequent logic cells in the routed design ........................ sky130_fd_sc_hd__clkdlybuf4s50_1, sky130_fd_sc_hd__dfrtp_1, sky130_fd_sc_hd__nand2_1
  Share of post-route cells with drive strength above 1 ........................ between 10% and 20%

[Global route]
  Wire length of the first global-routing pass ........................ between 2000 and 3000 µm
  Number of global-route vias before repair ........................ roughly 560
  Grt ovf ........................ 0
  Tot GR Track Use ........................ 4.93%
  Number of antenna violations at the first check in global routing ........................ 0
  Pin count of the biggest net entering global routing ........................ 18

[Outcome]
  Status ........................ finished clean

----------------------------------------------------
## cells in the mapped netlist, types with 3 or more instances
library cell | number | area [µm²]
sky130_fd_sc_hd__o21ai_0 | 4 | 20.0
sky130_fd_sc_hd__a22o_1 | 3 | 26.3
sky130_fd_sc_hd__dfrtp_1 | 13 | 325
sky130_fd_sc_hd__mux2i_1 | 3 | 30.0
sky130_fd_sc_hd__nor2_1 | 3 | 11.3
sky130_fd_sc_hd__inv_1 | 6 | 22.5
sky130_fd_sc_hd__mux2_2 | 3 | 33.8
sky130_fd_sc_hd__and2_1 | 4 | 25.0
sky130_fd_sc_hd__ha_1 | 6 | 75.1
sky130_fd_sc_hd__nand2_1 | 9 | 33.8
## power by group through the flow
stage,Clock [mW],Sequential [mW],Combinational (mW)
4_1_cts,0.196,0.419,0.610
5_1_grt,0.211,0.435,0.686
6_report,0.188,0.416,0.595
## state kept, by name, summed over array words and instances, names as in the netlist
register and flops:
pres_state 1, valid 1, temp 2, count 2, Z 7
## worst register-to-register path: stages, from the launching register on
cell                      delay (ps)
sky130_fd_sc_hd__dfrtp_1         350
sky130_fd_sc_hd__inv_1            50
sky130_fd_sc_hd__ha_1            210
sky130_fd_sc_hd__mux2_2          360
sky130_fd_sc_hd__ha_1            270
sky130_fd_sc_hd__nand3_1          70
sky130_fd_sc_hd__and3b_1         170
sky130_fd_sc_hd__mux2i_1         160
sky130_fd_sc_hd__mux2i_1         190
## path summary, 6_finish.rpt
| kind | slack [ps] | end |
|---|---|---|
| min reg2reg | 490 | Z[0] |
| max | 160 | Z[6] |
| min in group asynchronous | 610 | Z[5] |
| min | 490 | Z[0] |
| max in group asynchronous | 1430 | count[0] |
| max reg2reg | 500 | Z[6] |
## final cells by class
cell class	count	area share (%)
repair buffers	22	20.3
flip-flops and latches	13	31.1
inverters	6	2.15
multi-input cells	51	36.4
well taps	48	5.74
clock buffers	4	4.31
## cell families (layout without fill, tap and decap cells)
logic type	count (synthesis)	count (layout)	synth area share (%)
buf+inv	8	32	4.57
xor+xnor	2	2	2.37
simple gates	24	24	16.8
flops	13	13	44.0
fa+ha+maj	7	7	12.9
mux	6	6	8.63
compound gates	12	12	10.8
## metal layers
metal	vias to the layer above	track usage (%)	wire, µm
met3	2	2.75	178
met2	18	7.37	606
met4	0	0.680	9
met1	254	6.29	760
met5	-	0	0
li1	293	-	-
## stage by stage
step / instances / util [%]
final: 144 / 28.4
after floorplan: 72 / -
after detailed placement: 140 / 27.1
after global routing: 144 / 28.4
after global placement: 140 / 27.1
after CTS: 144 / 28.4
Power figures rest on the tool's default switching activity, not on a simulated workload.
