**design/flow/config.mk**
```make
export PLATFORM = sky130hd
export DESIGN_NAME = fir_filter_array
export DESIGN_NICKNAME = fir_filter_array
export VERILOG_FILES = /design/flow/design.v
export SDC_FILE = /design/flow/constraint.sdc
export NUM_CORES = 4
export LEC_CHECK = 1
export CORE_AREA = 10 10 93 93
export DIE_AREA = 0 0 103 103
```
**design/flow/constraint.sdc**
```tcl
current_design fir_filter_array

set clk_period 8.9
set clk_io_pct 0.2

create_clock -name clk0 -period $clk_period [get_ports {clk}]

set non_clock_inputs [all_inputs -no_clocks]
set_input_delay [expr $clk_period * $clk_io_pct] -clock clk0 $non_clock_inputs
set_output_delay [expr $clk_period * $clk_io_pct] -clock clk0 [all_outputs]
```
**design/flow/design.v**
```verilog
module FA1(Cout, S, A, B, Cin);
    input A, B, Cin;
    output Cout, S;
    wire S1, C1, C2;
    xor(S1, A, B);
    and(C1, A, B);
    xor(S, S1, Cin);
    and(C2, S1, Cin);
    or(Cout, C1, C2);
endmodule
module Node1(HCout, VCout, A, B, HCin, VCin);
    input A, B, HCin, VCin;
    output HCout, VCout;
    wire W1;
    assign W1 = A&B;
    FA1 fa1(HCout, VCout, W1, VCin, HCin);
endmodule
module multiplier(p, a, b);
    input [3:0] a, b;
    output [7:0] p;
    wire [3:0] sum0, sum1, sum2, sum3, sum4, sum5, sum6;
    wire [3:0] c0, c1, c2, c3, c4, c5, c6;
    Node1 node0(c0[0], sum0[0], a[0], b[0], 0, 0);
    Node1 node1(c1[0], sum1[0], a[1], b[0], c0[0], 0);
    Node1 node2(c2[0], sum2[0], a[2], b[0], c1[0], 0);
    Node1 node3(c3[0], sum3[0], a[3], b[0], c2[0], 0);
    Node1 node4(c1[1], sum1[1], a[0], b[1], 0, sum1[0]);
    Node1 node5(c2[1], sum2[1], a[1], b[1], c1[1], sum2[0]);
    Node1 node6(c3[1], sum3[1], a[2], b[1], c2[1], sum3[0]);
    Node1 node7(c4[1], sum4[1], a[3], b[1], c3[1], c3[0]);
    Node1 node8(c2[2], sum2[2], a[0], b[2], 0, sum2[1]);
    Node1 node9(c3[2], sum3[2], a[1], b[2], c2[2], sum3[1]);
    Node1 node10(c4[2], sum4[2], a[2], b[2], c3[2], sum4[1]);
    Node1 node11(c5[2], sum5[2], a[3], b[2], c4[2], c4[1]);
    Node1 node12(c3[3], sum3[3], a[0], b[3], 0, sum3[2]);
    Node1 node13(c4[3], sum4[3], a[1], b[3], c3[3], sum4[2]);
    Node1 node14(c5[3], sum5[3], a[2], b[3], c4[3], sum5[2]);
    Node1 node15(c6[3], sum6[3], a[3], b[3], c5[3], c5[2]);
    assign p[0] = sum0[0];
    assign p[1] = sum1[1];
    assign p[2] = sum2[2];
    assign p[3] = sum3[3];
    assign p[4] = sum4[3];
    assign p[5] = sum5[3];
    assign p[6] = sum6[3];
    assign p[7] = c6[3];
endmodule
module fir_filter_array (
    input signed [3:0] a,   
    output signed [3:0] b,  
    input clk,
    input rstn
);
parameter avg = 4'b0100;   
parameter c1 = avg;  
parameter c2 = avg;
parameter c3 = avg;
parameter c4 = avg;
parameter c5 = avg;
reg signed [3:0] f1;
reg signed [3:0] f2;
reg signed [3:0] f3;
reg signed [3:0] f4;
reg signed [3:0] f5;
wire signed [7:0] sum, sum1, sum2, sum3, sum4, sum5;  
wire signed [7:0] norm;  
always @(posedge clk or negedge rstn) begin
    if (!rstn) begin
        f1 <= 4'b0;
        f2 <= 4'b0;
        f3 <= 4'b0;
        f4 <= 4'b0;
        f5 <= 4'b0;
    end
    else begin
        f1 <= a;
        f2 <= f1;
        f3 <= f2;
        f4 <= f3;
        f5 <= f4;
    end
end
multiplier mul1 (.a(f1), .b(c1), .p(sum1));
multiplier mul2 (.a(f2), .b(c2), .p(sum2));
multiplier mul3 (.a(f3), .b(c3), .p(sum3));
multiplier mul4 (.a(f4), .b(c4), .p(sum4));
multiplier mul5 (.a(f5), .b(c5), .p(sum5));
assign sum = sum1 + sum2 + sum3 + sum4 + sum5;
assign norm = sum / (5 * avg);
assign b = norm[3:0];
endmodule
```
**design/flow/run.sh**
```bash
#!/bin/bash
# OpenROAD 26Q1-2900-gdf79404cd8, Yosys 0.63+post, stock flow scripts
make -C /OpenROAD-flow-scripts/flow DESIGN_CONFIG=/design/flow/config.mk WORK_HOME=/design/flow/orfs finish
```
==> GITHUB_STEP_SUMMARY <==
## Synthesis and layout report

| Metric | Value |
|---|---|
| Max cap viols | `0` |
| Core occupancy in the finished layout | `25.69%` |
| Cell count after synthesis | `135` |
| Cell count in the Yosys report | `135` |
| Maximum count of clock buffers along a single path | `2` |
| Reported leakage power | `0.7576 nW` |
| Rows | `30` |
| WL/cell | `9.584 µm` |
| Area growth from synthesis to layout | `14.91%` |
| Worst-case register-to-register setup slack | `8.37 ns` |
| Floorplan die area | `10610 µm²` |
| Post-route DRC | `0` |
| R2r startpoint | `f1[1]` |
| Number of global-route vias before repair | `922` |
| Req. time, crit path | `7.12 ns` |
| Remaining antenna violation count | `0` |
| Initial antenna violation count | `0` |
| Worst Path Max Fanout | `7` |
| Overall routing resource usage | `4.502%` |
| Detailed Routing Iterations Pass 1 | `4` |
| Diodes inserted | `0` |
| Ratio of final minimum period to clock period | `85.37%` |
| Area inside the core boundary | `6756 µm²` |
| TritonCTS clock tree | `yes` |
| Die width | `103 µm` |
| Largest clock skew in the final design | `0.001532 ns` |
| RePlAce Congestion | `0.7369` |
| Crit. Startpoint | `f1[1]` |
| Area reported by Yosys stat | `1510 µm²` |
| Ys flops | `20` |
| Placement-stage worst setup slack | `1.573 ns` |
| Worst Hold Class | `register to register` |
| Post-detailed-placement half-perimeter wirelength | `1837 µm` |
| Avg Cell Area, Syn | `11.19 µm²` |
| Slowest cell delay on critical path | `0.57 ns` |
| Transition time of the tightest slew-check pin | `0.4883 ns` |
| Cell area after synthesis | `1510 µm²` |
| Wire length of the first global-routing pass | `4008 µm` |
| WL final | `2166 µm` |
| Vias per cell | `4.062` |
| Clock latency at the later pin of the worst-skew pair | `0.25 ns` |
| Kind of critical path | `register to primary output` |
| Initial Util | `22.35%` |
| Number of buffers inserted by port buffering | `9` |
| Hold Vio Cnt, Final | `0` |
| Iter 0 DRT Violations | `32` |
| Sum of negative setup slack | `0 ns` |
| Number of gates given a new drive strength after cts | `0` |
| Buffer cell driving the clock tree root | `clkbuf_8` |
| Remaining global-route overflow | `0` |
| Number of warnings printed during yosys synthesis | `9` |
| Maximum number of pins on one net before global-route repair | `21` |
| Post-CTS Repair Setup Buffers | `0` |
| I/O pin count | `10` |
| Worst-case setup margin in the final layout | `1.302 ns` |
| Cell with the largest stage delay on the worst path | `fa_1` |
| Hold_ws | `0.3761 ns` |
| Critical path capture point | `b[0]` |
| Most used logic cell in the final layout | `inv_1` |
| Worst-case reg-to-reg path depth | `0` |
| Normalized max-slew margin | `67.41%` |
| Post-route cell area | `1735 µm²` |
| PD cells | `396.9 nW/µm²` |
| OpenROAD warning count | `25` |
| Unique cell type count in the Yosys netlist | `45` |
| Portion of the post-synthesis area used by sequential elements | `33.14%` |
| Floorplan die height | `103 µm` |
| Max frequency | `0.1316 GHz` |
| Number of buffers created by CTS | `3` |
| Status | `completed` |
| Startpoint kind of the worst setup timing path | `register` |
| VDD IR-drop max | `0.0001125 V` |
| H-tree depth | `1` |
| Final worst path period need | `7.598 ns` |
| Library cell appearing most often on the critical path | `fa_1` |
| Fraction of final layout cells sized beyond drive strength 1 | `15.75%` |
| Cell Chain, Critical Path | `fa_1, fa_1, fa_1, ha_1, inv_1, fa_1, nand2b_4, a21oi_4, xnor2_4, inv_4, ha_1, and2b_2, o211ai_2, a221oi_4, mux2_4, o21ba_1, o211ai_2, clkdlybuf4s50_1` |
| Worst flop-to-flop path endpoint | `f2[1]` |
| Total number of clock tree sinks | `20` |
| Total cell area at the placement stage | `1680 µm²` |
| Routed vias | `918` |
| Hold-fix buffers, CTS | `0` |
| RSZ-0062 raised after global routing | `no` |
| Most common logic cells in the final layout | `inv_1, dfrtp_1, fa_1` |
| Count of pins over their slew limit | `0` |
| Critical Path AT | `5.82 ns` |
| Element type at the critical path end | `primary output` |
| Finish-stage setup viols | `0` |
| Clock-pin slew on the worst setup and hold paths | `0.07 ns` |
==> layer usage <==
| layer | vias up | wire, µm | global-route usage, % |
|---|---|---|---|
| met2 | 13 | 902 | 6.680 |
| li1 | 468 | - | - |
| met5 | - | 0 | 0 |
| met1 | 437 | 1159 | 6.801 |
| met4 | 0 | 0 | 0.2139 |
| met3 | 0 | 103 | 1.151 |
==> how the worst min path moves through the flow <==
stage,from,endpoint,cells past startpoint
finish,f2[3],f3[3],0
global route,f2[3],f3[3],0
CTS,f2[3],f3[3],0
==> logic make-up (layout without fill, tap and decap cells) <==
group                      Yosys count  after routing  synth area share, %
and+or+nand+nor                     30             30                11.60
muxes                                3              3                2.402
DFF                                 20             20                33.14
xor gates and xnor gates             5              5                4.143
AOI/OAI and AO/OA                   29             29                19.06
buffers and inverters               29             40                8.451
adders and majority gates           19             19                21.21
==> cells in the mapped netlist (all sizes together) <==
master,instances,area [µm²]
o32a,1,11.26
o21ai,3,15.01
o2111a,2,22.52
dfrtp,20,500.5
fa,11,220.2
xnor2,4,53.81
nor2,9,33.78
and2b,3,25.03
o211ai,3,32.53
buf,3,27.52
a31oi,1,6.260
a211oi,1,20.02
a21oi,4,31.28
xor2,1,8.760
nand2b,3,26.27
ha,8,100.1
or2,1,8.760
inv,26,100.1
o22ai,3,18.77
o21a,2,15.01
nand3b,2,15.01
mux2i,1,10.01
a21boi,1,7.510
mux2,2,26.27
o22a,1,10.01
and2,3,18.77
a2111oi,2,37.54
nand2,6,22.52
o21ba,1,10.01
nor3,3,25.02
a221oi,1,26.28
a2bb2oi,1,8.760
a22oi,2,15.01
==> worst max-delay path: cells and delay by family (launching register included) <==
family	cells	cell delay, ns
buffers and inverters	3	0.63
adder cells (fa/ha/maj)	6	2.58
XOR/XNOR	1	0.19
flip-flops	1	0.41
AND/OR/NAND/NOR	2	0.48
multiplexers	1	0.34
AND-OR/OR-AND	5	0.94
==> power by group <==
group / total [mW] / internal, mW / switching (mW)
registers: 0.0981 / 0.0955 / 0.00262
clock network: 0.0658 / 0.0393 / 0.0266
logic: 0.525 / 0.270 / 0.254
total: 0.689 / 0.405 / 0.284
==> registers in the layout (all words and copies together), names as in the netlist <==
signal  count
f1          4
f2          4
f3          4
f4          4
f5          4
==> final cells by class <==
cell class                 instances  area [µm²]
fill                             715        5021
multi-input combinational         86       882.1
sequential                        20       500.5
inverter                          26       100.1
tap                               80       100.1
timing repair buffer              10       97.59
clock buffer                       4       55.05
==> through the flow <==
step	std cells	power [mW]
after detailed placement	222	0.6290
after global placement	222	0.6276
after CTS	226	0.6986
final	226	0.6887
after global routing	226	0.7595
after floorplan	135	0.5044
Power and IR drop assume default switching activity.
